==> flow/run.sh <==
#!/bin/bash
# OpenROAD 26Q1-2900-gdf79404cd8, Yosys 0.63+post, stock flow scripts
make -C /OpenROAD-flow-scripts/flow DESIGN_CONFIG=/design/flow/config.mk WORK_HOME=/design/flow/orfs finish
==> flow/config.mk <==
export PLATFORM = sky130hd
export DESIGN_NAME = ExampleFSM
export DESIGN_NICKNAME = ExampleFSM
export VERILOG_FILES = /design/flow/design.v
export SDC_FILE = /design/flow/constraint.sdc
export NUM_CORES = 4
export LEC_CHECK = 1
export CORE_AREA = 10 10 70 70
export DIE_AREA = 0 0 80 80
==> flow/constraint.sdc <==
current_design ExampleFSM

set clk_period 1.4
set clk_io_pct 0.2

create_clock -name clk0 -period $clk_period [get_ports {clk}]

set non_clock_inputs [all_inputs -no_clocks]
set_input_delay [expr $clk_period * $clk_io_pct] -clock clk0 $non_clock_inputs
set_output_delay [expr $clk_period * $clk_io_pct] -clock clk0 [all_outputs]
==> flow/design.v <==
module ExampleFSM(	input logic clk,
			input logic reset,
			input logic X,
			output logic Y);
typedef enum logic [2:0] {A,B,C,D,E} State;
State CurrentState, NextState;
always_ff @(posedge clk)
	if(reset) CurrentState <= A;
	else CurrentState <= NextState;
always_comb
	case(CurrentState)
		A: if(X) NextState = C;
		   else	 NextState = B;
		B: if(X) NextState = D;
		   else	 NextState = B;
		C: if(X) NextState = E;
		   else	 NextState = C;
		D: if(X) NextState = C;
		   else	 NextState = E;
		E: if(X) NextState = D;
		   else	 NextState = B;
		default: NextState = A;
	endcase
	assign Y = (CurrentState == D | CurrentState == E);
endmodule
==> ci_impl_report.md <==
## PnR job results

| Metric | Value |
|---|---|
| Count of flip-flops with a built-in enable after synthesis | `0` |
| RePlAce Congestion | `0.6020` |
| Tcrit/Tclk final | `0.9266` |
| Routed len/inst | `5.176 um` |
| Clock tree sinks | `5` |
| Gates resized, CTS repair | `1` |
| Worst endpoint required time | `1.12 ns` |
| Largest register FFs | `5` |
| Critical path endpoint category | `primary output` |
| Part of the total power dissipated in combinational logic | `0.067` |
| Clk ins delay skew pair | `0.24 ns` |
| Kind of start point of the critical path | `flip-flop` |
| PD cells | `1249 nW/um2` |
| Remaining global-route overflow | `0` |
| Most used standard cell by instance count after synthesis | `sky130_fd_sc_hd__dfxtp_1` |
| Antenna Violating Nets Remaining | `0` |
| Synth unique cells | `7` |
| Detailed-route DRC error count | `0` |
| Number of violations reported at the end of detailed-routing iteration 0 | `3` |
| Via count normalized by instance count | `1.809` |
| Number of fillers in the final layout | `412` |
| Slew headroom | `0.8600` |
| Pin count of the biggest net entering global routing | `6` |
| Setup Viol. Count Final | `0` |
| Worst Max-Slew Pin Slew | `0.2093 ns` |
| Max Clock Freq | `770.9 MHz` |
| DRT met1 WL | `188 um` |
| Top-Level Pins | `4` |
| Yosys Chip Area | `161.4 um2` |
| Dominant delay contributor by cell family on the critical path | `flip-flops` |
| Run status | `completed` |
| Clock period minus final worst setup slack | `1.297 ns` |
| Top cells by instance count after synthesis | `sky130_fd_sc_hd__dfxtp_1 (5), sky130_fd_sc_hd__nor2_1 (4), sky130_fd_sc_hd__nor3_1 (2)` |
| Non-Filler Cell Area, Final | `274.0 um2` |
| Internal power consumption | `0.2715 mW` |
| FP Rows | `21` |
| Reg2reg end | `CurrentState[2]$_DFF_P_` |
| Number of hold buffers added after CTS | `0` |
| Fin Clk Skew | `0.001785 ns` |
| GRT Total Usage | `0.01322` |
| Ys async rst share | `0` |
| Crit-path cells | `or2_1 -> dlygate4sd2_1` |
| Worst min-delay path startpoint | `CurrentState[2]$_DFF_P_` |
| Share of the synthesized area in the top cell type | `0.6202` |
| Fin. max-slew vios | `0` |
| Number of instances in the synthesized netlist | `15` |
| WL final | `352 um` |
| Die height | `80 um` |
| Diodes inserted | `0` |
| Cell area after technology mapping | `161.4 um2` |
| Final WS setup | `0.1028 ns` |
| Buffer levels on the longest clock path | `2` |
| Clock buffer count from CTS | `3` |
| Sequential cell area fraction in the yosys report | `0.6202` |
| Number of buffers inserted to repair setup after CTS | `0` |
| Core Footprint | `3416 um2` |
| Port bufs | `3` |
| Sequential share of power | `0.451` |
| Area Growth Syn to Fin | `69.77%` |
| Global-route wire length before repair | `648 um` |
| Via count of the routed design | `123` |
| Cells taking the most area after synthesis | `sky130_fd_sc_hd__dfxtp_1 (62%), sky130_fd_sc_hd__nor2_1 (9.3%), sky130_fd_sc_hd__nor3b_2 (7.8%), sky130_fd_sc_hd__mux2i_1 (6.2%), sky130_fd_sc_hd__nor3_1 (6.2%)` |
| Uppermost signal routing layer after detailed routing | `met3` |
| Highest cell delay on the worst timing path | `0.31 ns` |
| Class of the most critical setup path | `flip-flop to primary output` |
| Buffer type at the clock tree root | `sky130_fd_sc_hd__clkbuf_4` |
| Most flops, register | `CurrentState` |
| Flops out of synthesis | `5` |
| Switching share of power | `0.2067` |
| Hold Path Sink | `CurrentState[2]$_DFF_P_` |
| Warning count from the yosys run | `1` |
| Initial antenna violation count | `0` |
| Total tool warning count | `25` |
| # Cells Yosys | `15` |
| Total negative slack | `0 ns` |
| Flop2flop setup slack | `0.72 ns` |
| Post-synthesis average cell area | `10.76 um2` |
| Fraction of layout cells with a size suffix above 1 | `0.1818` |
| Unrepaired setup endpoints after global routing | `false` |
| Net switching power of the design | `0.07074 mW` |
| Type of the tightest min-delay check | `flip-flop to flip-flop` |
| Via count of the first global-routing pass | `153` |
| Critical register-to-register path startpoint | `CurrentState[4]$_DFF_P_` |
| CP bufs+invs | `1` |
| Clock-pin slew on the worst setup and hold paths | `0.04 ns` |
| Utilization of the core after routing | `0.08022` |
| Number of H-tree levels | `1` |
| Total cell area at the placement stage | `249.0 um2` |
| Worst-case reg-to-reg path depth | `2` |
| Worst hold slack | `0.4868 ns` |
| Final Hold Violating Endpoints | `0` |
| Initial core utilization | `0.04725` |
| Cell accounting for the most synthesized area | `sky130_fd_sc_hd__dfxtp_1` |
| Met3 routed WL | `30 um` |
| Largest fanout on the critical path | `3` |
| CP max-delay cell | `sky130_fd_sc_hd__dfxtp_1` |
| Worst ir drop on vdd | `0.5968 mV` |
| Hold Path Depth | `2` |
| Leading registers by flop count | `CurrentState x5` |
| Pre-CTS setup slack | `0.1586 ns` |
| Count of max-cap constraint violations | `0` |
| Clock tree from TritonCTS | `built` |
| Pleak | `0.09537 nW` |
| Share of total power in the clock network | `0.481` |
| Worst endpoint data arrival time | `1.02 ns` |
| Most used DFF post-synth | `sky130_fd_sc_hd__dfxtp_1` |
| First-pass iteration count of the detailed router | `2` |
| Die boundary width | `80 um` |
| Area enclosed by the die boundary | `6400 um2` |
| Wire length on met2 | `133 um` |
==> worst min-delay path, delay by kind of cell (launching register included) <==
kind	cells	cell delay [ns]
and+or+nand+nor	1	0.08
DFF	1	0.31
AOI/OAI and AO/OA	1	0.05
==> cell families after synthesis <==
| family | synth area share |
|---|---|
| and+or+nand+nor | 0.2713 |
| DFF | 0.6202 |
| muxes | 0.06202 |
| AOI/OAI and AO/OA | 0.04653 |
==> area by class of cell <==
class / count / area, um2 / share of cell area
multi-input combinational: 10 / 61.31 / 0.2237
timing repair buffer: 3 / 28.78 / 0.1050
clock buffer: 4 / 26.28 / 0.09589
tap: 46 / 57.56 / 0.2100
sequential: 5 / 100.1 / 0.3653
==> power groups by stage <==
stage / clock network (mW) / registers, mW / logic [mW]
after CTS: 0.171 / 0.154 / 0.0236
final: 0.165 / 0.154 / 0.0230
after global routing: 0.184 / 0.156 / 0.0267
==> layer usage <==
| layer | GRT usage | vias to the layer above |
|---|---|---|
| met5 | 0 | - |
| met4 | 0.001761 | 0 |
| met3 | 0.01364 | 0 |
| li1 | - | 64 |
| met1 | 0.01534 | 54 |
| met2 | 0.01685 | 5 |
==> cell usage in the layout (no fill, tap or decap), drive strengths merged <==
cell and n:
nor3 2, clkdlybuf4s50 2, or2 1, mux2i 1, dfxtp 5, dlygate4sd2 1
nor3b 1, clkbuf 4, a211oi 1, nor2 4
==> worst max-delay path by stage <==
stage                       start  end  cells after the start
6_report  CurrentState[1]$_DFF_P_    Y                      2
4_1_cts   CurrentState[1]$_DFF_P_    Y                      2
5_1_grt   CurrentState[1]$_DFF_P_    Y                      2
==> per-stage QoR <==
step,power (mW),instances
4_1_cts,0.3492,68
2_1_floorplan,0.1659,15
6_report,0.3422,68
3_5_place_dp,0.1815,64
5_1_grt,0.3667,68
3_3_place_gp,0.1802,64
Power figures rest on the tool's default switching activity, not on a simulated workload.
